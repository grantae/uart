==> ./design.v <==
`timescale 1ns / 1ps
module FIFO_NoFull_Count(clock, reset, enQ, deQ, data_in, data_out, empty, count);
    parameter DATA_WIDTH = 8;
    parameter ADDR_WIDTH = 8;
    parameter RAM_DEPTH = 1 << ADDR_WIDTH;
    input clock;
    input reset;
    input enQ;
    input deQ;
    input  [(DATA_WIDTH-1):0] data_in;
    output [(DATA_WIDTH-1):0] data_out;
    output empty;
    output reg [(ADDR_WIDTH):0] count;           
    reg  [(ADDR_WIDTH-1):0] enQ_ptr, deQ_ptr;    
    wire [(ADDR_WIDTH-1):0] addr = (enQ) ? enQ_ptr : deQ_ptr;
    assign empty = (count == 0);
    wire full = (count == (1 << ADDR_WIDTH));
    wire [(DATA_WIDTH-1):0] w_data_out;
    assign data_out = (enQ & deQ) ? data_in : w_data_out;
    wire w_enQ = enQ & ~(full  | deQ);            
    wire w_deQ = deQ & ~(empty | enQ);            
    always @(posedge clock) begin
        if (reset) begin
            enQ_ptr <= 0;
            deQ_ptr <= 0;
            count <= 0;
        end
        else begin
            enQ_ptr <= (w_enQ) ? enQ_ptr + 1'b1 : enQ_ptr;
            deQ_ptr <= (w_deQ) ? deQ_ptr + 1'b1 : deQ_ptr;
            count <= (w_enQ ~^ w_deQ) ? count : ((w_enQ) ? count + 1'b1 : count - 1'b1);
        end
    end
    RAM_SP_AR #(
        .DATA_WIDTH (DATA_WIDTH),
        .ADDR_WIDTH (ADDR_WIDTH))
        ram(
        .clk  (clock),
        .addr (addr),
        .we   (w_enQ),
        .din  (data_in),
        .dout (w_data_out)
    );
endmodule
`timescale 1ns / 1ps
module RAM_SP_AR(clk, addr, we, din, dout);
    parameter  DATA_WIDTH = 8;
    parameter  ADDR_WIDTH = 8;
    localparam RAM_DEPTH  = 1 << ADDR_WIDTH;
    input  clk;
    input  [(ADDR_WIDTH-1):0] addr;
    input  we;
    input  [(DATA_WIDTH-1):0] din;
    output [(DATA_WIDTH-1):0] dout;
    reg [(DATA_WIDTH-1):0] ram [0:(RAM_DEPTH-1)];
    assign dout = ram[addr];
    always @(posedge clk) begin
        if (we) begin
            ram[addr] <= din;
        end
    end
endmodule
`timescale 1ns / 1ps
module uart_clock(
    input clock,
    output uart_tick,
    output uart_tick_16x
    );
    reg [14:0] accumulator = 15'h0000;
    always @(posedge clock) begin
        accumulator <= accumulator[13:0] + 453;
    end
    assign uart_tick_16x = accumulator[14];
    reg [3:0] uart_16x_count = 4'h0;
    always @(posedge clock) begin
        uart_16x_count <= (uart_tick_16x) ? uart_16x_count + 1'b1 : uart_16x_count;
    end
    assign uart_tick = (uart_tick_16x==1'b1 && (uart_16x_count == 4'b1111));
endmodule
`timescale 1ns / 1ps
module uart_min(
    input        clock,
    input        reset,
    input        write,
    input  [7:0] data_in,        
    input        read,
    output [7:0] data_out,       
    output       data_ready,
    output [8:0] rx_count,       
    input RxD,                   
    output TxD                   
    );
    localparam DATA_WIDTH = 8;  
    localparam ADDR_WIDTH = 8;  
    wire uart_tick, uart_tick_16x;
    wire [7:0] rx_data;      
    wire rx_data_ready;      
    wire rx_fifo_empty;
    reg tx_fifo_deQ = 0;
    reg tx_start = 0;
    wire tx_free;
    wire tx_fifo_empty;
    wire [7:0] tx_fifo_data_out;
    assign data_ready = ~rx_fifo_empty;
    always @(posedge clock) begin
        if (reset) begin
            tx_fifo_deQ <= 0;
            tx_start <= 0;
        end
        else begin
            if (~tx_fifo_empty & tx_free & uart_tick) begin
                tx_fifo_deQ <= 1;
                tx_start <= 1;
            end
            else begin
                tx_fifo_deQ <= 0;
                tx_start <= 0;
            end
        end
    end
    uart_clock clocks (
        .clock          (clock),
        .uart_tick      (uart_tick),
        .uart_tick_16x  (uart_tick_16x)
    );
    uart_tx tx (
        .clock          (clock),
        .reset          (reset),
        .uart_tick      (uart_tick),
        .TxD_data       (tx_fifo_data_out),
        .TxD_start      (tx_start),
        .ready          (tx_free),
        .TxD            (TxD)
    );
    uart_rx rx (
        .clock          (clock),
        .reset          (reset),
        .RxD            (RxD),
        .uart_tick_16x  (uart_tick_16x),
        .RxD_data       (rx_data),
        .data_ready     (rx_data_ready)
    );
    FIFO_NoFull_Count #(
        .DATA_WIDTH     (DATA_WIDTH),
        .ADDR_WIDTH     (ADDR_WIDTH))
        tx_buffer (
        .clock          (clock),
        .reset          (reset),
        .enQ            (write),
        .deQ            (tx_fifo_deQ),
        .data_in        (data_in),
        .data_out       (tx_fifo_data_out),
        .empty          (tx_fifo_empty),
        .count          ()
    );
    FIFO_NoFull_Count #(
        .DATA_WIDTH     (DATA_WIDTH),
        .ADDR_WIDTH     (ADDR_WIDTH))
        rx_buffer (
        .clock          (clock),
        .reset          (reset),
        .enQ            (rx_data_ready),
        .deQ            (read),
        .data_in        (rx_data),
        .data_out       (data_out),
        .empty          (rx_fifo_empty),
        .count          (rx_count)
    );
endmodule
`timescale 1ns / 1ps
module uart_rx(
    input            clock,
    input            reset,
    input            uart_tick_16x,
    input            RxD,
    output reg [7:0] RxD_data = 0,
    output           data_ready
    );
    reg [1:0] RxD_sync = 2'b11;
    always @(posedge clock) begin
        RxD_sync <= (uart_tick_16x) ? {RxD_sync[0], RxD} : RxD_sync;
    end
    reg [1:0] RxD_cnt = 2'b00;
    reg RxD_bit = 1'b1;
    always @(posedge clock) begin
        if (uart_tick_16x) begin
            case (RxD_sync[1])
                1'b0:  RxD_cnt <= (RxD_cnt == 2'b11) ? RxD_cnt : RxD_cnt + 1'b1;
                1'b1:  RxD_cnt <= (RxD_cnt == 2'b00) ? RxD_cnt : RxD_cnt - 1'b1;
            endcase
            RxD_bit <= (RxD_cnt == 2'b11) ? 1'b0 : ((RxD_cnt == 2'b00) ? 1'b1 : RxD_bit);
        end
        else begin
            RxD_cnt <= RxD_cnt;
            RxD_bit <= RxD_bit;
        end
    end
    localparam [3:0] IDLE=0, BIT_0=1, BIT_1=2, BIT_2=3, BIT_3=4, BIT_4=5, BIT_5=6,
                     BIT_6=7, BIT_7=8, STOP=9;
    reg [3:0] state = IDLE;
    reg clock_lock = 1'b0;
    reg [3:0] bit_spacing = 4'b1110;    
    always @(posedge clock) begin
       if (uart_tick_16x) begin
          if (~clock_lock) begin
              clock_lock <= ~RxD_bit;  
          end
          else begin
                clock_lock <= ((state == IDLE) && (RxD_bit == 1'b1)) ? 1'b0 : clock_lock;
          end
          bit_spacing <= (clock_lock) ? bit_spacing + 1'b1 : 4'b1110;
       end
       else begin
          clock_lock <= clock_lock;
          bit_spacing <= bit_spacing;
       end
    end
    wire next_bit = (bit_spacing == 4'b1111);
    always @(posedge clock) begin
        if (reset) begin
            state <= IDLE;
        end
        else if (uart_tick_16x) begin
            case (state)
                IDLE:   state <= (next_bit & (RxD_bit == 1'b0)) ? BIT_0 : IDLE;   
                BIT_0:  state <= (next_bit) ? BIT_1 : BIT_0;
                BIT_1:  state <= (next_bit) ? BIT_2 : BIT_1;
                BIT_2:  state <= (next_bit) ? BIT_3 : BIT_2;
                BIT_3:  state <= (next_bit) ? BIT_4 : BIT_3;
                BIT_4:  state <= (next_bit) ? BIT_5 : BIT_4;
                BIT_5:  state <= (next_bit) ? BIT_6 : BIT_5;
                BIT_6:  state <= (next_bit) ? BIT_7 : BIT_6;
                BIT_7:  state <= (next_bit) ? STOP  : BIT_7;
                STOP:   state <= (next_bit) ? IDLE  : STOP;
                default: state <= 4'bxxxx;
            endcase
        end
        else state <= state;
    end
    wire capture = (uart_tick_16x & next_bit & (state!=IDLE) & (state!=STOP));
    always @(posedge clock) begin
        RxD_data <= (capture) ? {RxD_bit, RxD_data[7:1]} : RxD_data[7:0];
    end
    assign data_ready = (uart_tick_16x & next_bit & (state==STOP));
endmodule
`timescale 1ns / 1ps
module uart_tx (
    input clock,
    input reset,
    input uart_tick,
    input [7:0] TxD_data,
    input TxD_start,     
    output ready,
    output reg TxD
    );
    localparam [3:0] IDLE=0, START=1, BIT_0=2, BIT_1=3, BIT_2=4, BIT_3=5,
                     BIT_4=6, BIT_5=7, BIT_6=8, BIT_7=9, STOP=10;
    reg [3:0] tx_state = IDLE;
    reg [7:0] TxD_data_r = 8'h00;     
    assign ready = (tx_state == IDLE) || (tx_state == STOP);
    always @(posedge clock) begin
        TxD_data_r <= (ready & TxD_start) ? TxD_data : TxD_data_r;
    end
    always @(posedge clock) begin
        if (reset) tx_state <= IDLE;
        else begin
            case (tx_state)
                IDLE:   if (TxD_start) tx_state <= START;
                START:  if (uart_tick) tx_state <= BIT_0;
                BIT_0:  if (uart_tick) tx_state <= BIT_1;
                BIT_1:  if (uart_tick) tx_state <= BIT_2;
                BIT_2:  if (uart_tick) tx_state <= BIT_3;
                BIT_3:  if (uart_tick) tx_state <= BIT_4;
                BIT_4:  if (uart_tick) tx_state <= BIT_5;
                BIT_5:  if (uart_tick) tx_state <= BIT_6;
                BIT_6:  if (uart_tick) tx_state <= BIT_7;
                BIT_7:  if (uart_tick) tx_state <= STOP;
                STOP:   if (uart_tick) tx_state <= (TxD_start) ? START : IDLE;
                default: tx_state <= 4'bxxxx;
            endcase
        end
    end
    always @(tx_state, TxD_data_r) begin
        case (tx_state)
            IDLE:    TxD <= 1'b1;
            START:   TxD <= 1'b0;
            BIT_0:   TxD <= TxD_data_r[0];
            BIT_1:   TxD <= TxD_data_r[1];
            BIT_2:   TxD <= TxD_data_r[2];
            BIT_3:   TxD <= TxD_data_r[3];
            BIT_4:   TxD <= TxD_data_r[4];
            BIT_5:   TxD <= TxD_data_r[5];
            BIT_6:   TxD <= TxD_data_r[6];
            BIT_7:   TxD <= TxD_data_r[7];
            STOP:    TxD <= 1'b1;
            default: TxD <= 1'bx;
        endcase
    end
endmodule
==> ./run.sh <==
#!/bin/bash
# OpenROAD 26Q1-2900-gdf79404cd8, Yosys 0.63+post, stock flow scripts
make -C /OpenROAD-flow-scripts/flow DESIGN_CONFIG=/design/flow/config.mk WORK_HOME=/design/flow/orfs finish
==> ./config.mk <==
export PLATFORM = sky130hd
export DESIGN_NAME = uart_min
export DESIGN_NICKNAME = uart_min
export VERILOG_FILES = /design/flow/design.v
export SDC_FILE = /design/flow/constraint.sdc
export NUM_CORES = 4
export LEC_CHECK = 1
export CORE_UTILIZATION = 30
==> ./constraint.sdc <==
current_design uart_min

set clk_period 165.5
set clk_io_pct 0.2

create_clock -name clk0 -period $clk_period [get_ports {clock}]

set non_clock_inputs [all_inputs -no_clocks]
set_input_delay [expr $clk_period * $clk_io_pct] -clock clk0 $non_clock_inputs
set_output_delay [expr $clk_period * $clk_io_pct] -clock clk0 [all_outputs]
==> changes_impl.md <==
### Implementation results

- Final Power: 2340 uW
- Count of library flops with an enable pin: 4126
- Crit Reg-Reg Endpoint: tx.TxD_data_r[3]$_DFFE_PP_
- Worst r2r path cells: 11
- Final period util: 41.8%
- Worst clock skew: 0.143 ns
- Mapped Cells: 9798
- Reg2reg setup slack: 159.63 ns
- Largest net degree at the start of global routing: ~150
- Top FF cell, synth: edfxtp_1
- Status: finished clean
- Core Region: 549000 um2
- Ports: 32
- Cell count in the Yosys report: 9798
- First-pass GRT wire length: 667000 um
- Most frequent logic cell in the layout: edfxtp_1
- Pre-Repair DR Iteration Count: 8
- RSZ-0062 raised after global routing: false
- Crit. Startpoint: read
- Slew HR: 9.72%
- Setup bufs post-CTS: 0
- Gpl congestion: ~0.93
- Final hold violations: 0
- Share of cells above drive strength 1: 16.9%
- Longest Clk Path Bufs: 4
- Tool warnings: 51
- Yosys reg bits: 4200
- CTS tree: yes
- Post-route ant nets: 0
- LEAKAGE: 0.0589 uW
- Hold_ws: about 0.40 ns
- Via count: 91268
- Clock sinks: 4200
- Pre-CTS WS: slightly below 100 ns
- Synth cell types: 83
- Die Ht: 745 um
- Worst Setup End Kind: primary output
- # Max-Cap Violations: 0
- Final setup viols: 0
- PnR worst setup slack: 96.33 ns
- Final wirelength: 461000 um
- CTS Root Cell: clkbuf_16
- Post-layout min period: 69.17 ns
- Worst-Skew Late Latency: 1.05 ns
- Fp_density: 30.2%
- Num CTS Buffers: approximately 420
- Reg2Reg Launch Point: tx_buffer.enQ_ptr[0]$_SDFFE_PP0P_
- Synth async-reset ratio: 0%
- CP max stage cell: clkdlybuf4s50_1
- CP Data Arrival Time: 36.07 ns
- Slew @ Worst Pin: between 1 and 1.5 ns
- Crit path capture: data_out[5]
- HP Class: flop to flop
- Vias in the first global route: slightly below 100k
- DR iter-0 viols: 6671
- Pwr Density: 12.3 nW/um2
- Hold_buf cts: 0
- Crit path largest cell delay: 0.97 ns
- Crit path buf inv count: 2
- Std-Cell Rows: 272
- Peak VDD IR: 9.70 uV
- Area delta synth->final: 14.5%
- Chip area: 555000 um2
- Crit path cell chain: clkdlybuf4s50_1 > and3_1 > a31oi_1 > nand4_1 > nor4_1 > a31oi_1 > clkdlybuf4s50_1
- Mean Syn Cell Area: ~17 um2
- Largest delay share family, worst path: buffers and inverters
- Startpoint class of the critical path: input port
- Residual DRC: 0
- Initial antenna violation count: 14
- Sequential fraction of the synthesis area: 75.7%
- H-tree levels: 5
- Worst-path fanout max: 4
- Slew Viols, Final: 0
- Die W: approximately 750 um
- Critical path class: input port to primary output
- Crit. path cell count: 7
- YS chip area: around 170000 um2
- DR WL/cell: 26.1 um
- Vias per inst: 5.16
- Port Buffers: 31
- Cts repair resizes: 0
- Worst-path clk slew: about 0.060 ns
- Gr usage total: about 18%
- Netlist Area Pre-Place: 166000 um2
- Crit path DRT: between 100 and 150 ns
- Final design utilization: 34.5%
- Maximum operating frequency: 14.5 MHz
- Most numerous logic cells after layout: 4126 x edfxtp_1, 1322 x nand2_1, 730 x nor2_1, 624 x mux4_2, 433 x buf_4
- Detailed Place HPWL: about 270000 um
- Congestion Overflow GR: 0
- Setup TNS: 0 ns
- Yosys warnings: 6
==> metrics by stage <==
step / cells / cell area, um2
2_1_floorplan: 9798 / 166000
3_3_place_gp: 16899 / 176000
3_5_place_dp: 16899 / 176000
4_1_cts: 17667 / 190000
5_1_grt: 17668 / 190000
6_report: 17677 / 190000
==> layer usage <==
metal  global-route usage, %  up-vias  share of wire [%]
li1                        -    39329                  -
met1                    20.1    45667                 34
met2                    26.1     5204                 46
met3                    12.6     1042                 16
met4                    6.05       26                4.4
met5                    1.37        -               0.23
==> cell families after synthesis <==
family                     synth area share, %
AOI/OAI and AO/OA                         4.45
buffers and inverters                     1.77
DFF                                       75.7
adders and majority gates                0.198
and+or+nand+nor                           7.70
xor gates and xnor gates                 0.291
muxes                                     9.90
==> synthesized netlist by cell type (all sizes together), types with 37 or more instances <==
| master | instances | area (um2) |
|---|---|---|
| a211oi | 143 | 1080 |
| a21oi | 163 | 820 |
| a221oi | 37 | 324 |
| a22oi | 37 | 283 |
| a311oi | 101 | 885 |
| a31oi | 119 | 744 |
| a32oi | 88 | 771 |
| and3 | 184 | 1150 |
| buf | 313 | 1580 |
| clkbuf | 327 | 1230 |
| dfxtp | 74 | 1480 |
| edfxtp | 4126 | 124000 |
| mux2i | 217 | 2170 |
| mux4 | 624 | 14100 |
| nand2 | 1346 | 5060 |
| nand3 | 430 | 2160 |
| nand4 | 105 | 657 |
| nor2 | 734 | 2760 |
| nor3 | 40 | 200 |
| nor4 | 37 | 231 |
| o21ai | 133 | 669 |
| o22ai | 50 | 313 |
==> final cells by class <==
class | count | area, um2
Clock inverter | 238 | 2170
Tap cell | 7261 | 9080
Timing Repair Buffer | 480 | 3910
Sequential cell | 4200 | 125000
Clock buffer | 530 | 11100
Fill cell | 51120 | 360000
Antenna cell | 10 | 25.0
Inverter | 33 | 124
Multi-Input combinational cell | 4925 | 37800
==> where the power goes <==
part | total (uW) | internal [uW] | leakage, uW | switching (uW)
sequential | 1160 | 1160 | 0.0377 | 2.02
combinational | 255 | 85.1 | 0.0148 | 170
clock | 924 | 519 | 0.00645 | 405
total | 2340 | 1760 | 0.0589 | 577
==> worst min path at each step <==
stage	cells after the start	start	to
CTS	1	clocks.accumulator[0]$_DFF_P_	clocks.accumulator[0]$_DFF_P_
finish	1	clocks.accumulator[0]$_DFF_P_	clocks.accumulator[0]$_DFF_P_
global route	1	clocks.accumulator[0]$_DFF_P_	clocks.accumulator[0]$_DFF_P_
==> sequential cells by signal, indices dropped and copies added, names as in the netlist, 4 cells and up <==
signal / flops
tx_buffer.enQ_ptr: 8
rx_buffer.ram.ram: 2048
rx.RxD_data: 8
clocks.uart_16x_count: 4
rx_buffer.count: 9
tx_buffer.ram.ram: 2048
rx.state: 4
clocks.accumulator: 15
rx.bit_spacing: 4
rx_buffer.enQ_ptr: 8
tx_buffer.deQ_ptr: 8
tx.tx_state: 4
tx.TxD_data_r: 8
tx_buffer.count: 9
rx_buffer.deQ_ptr: 8
No activity file was given, so power comes from the tool's default toggle rates.
